`design/flow/run.sh`:
```
#!/bin/bash
# OpenROAD 26Q1-2900-gdf79404cd8, Yosys 0.63+post, stock flow scripts
make -C /OpenROAD-flow-scripts/flow DESIGN_CONFIG=/design/flow/config.mk WORK_HOME=/design/flow/orfs finish
```
`design/flow/config.mk`:
```
export PLATFORM = sky130hd
export DESIGN_NAME = temporizador
export DESIGN_NICKNAME = temporizador
export VERILOG_FILES = /design/flow/design.v
export SDC_FILE = /design/flow/constraint.sdc
export NUM_CORES = 4
export LEC_CHECK = 1
export CORE_UTILIZATION = 30
```
`design/flow/constraint.sdc`:
```
current_design temporizador

set clk_period 6.1
set clk_io_pct 0.2

create_clock -name clk0 -period $clk_period [get_ports {tick}]

set non_clock_inputs [all_inputs -no_clocks]
set_input_delay [expr $clk_period * $clk_io_pct] -clock clk0 $non_clock_inputs
set_output_delay [expr $clk_period * $clk_io_pct] -clock clk0 [all_outputs]
```
`design/flow/design.v`:
```
module hex7seg (
    input [3:0] in,
    output reg [6:0] out
);
    always @(*) begin
        case (in)
            4'd0: out = 7'b1000000;
            4'd1: out = 7'b1111001;
            4'd2: out = 7'b0100100;
            4'd3: out = 7'b0110000;
            4'd4: out = 7'b0011001;
            4'd5: out = 7'b0010010;
            4'd6: out = 7'b0000010;
            4'd7: out = 7'b1111000;
            4'd8: out = 7'b0000000;
            4'd9: out = 7'b0011000;
            default: out = 7'b1111111;
        endcase
    end
endmodule
module temporizador (
    input wire tick,               
    input wire start,              
    input wire pare,               
    output wire [6:0] seg_min_dz,
    output wire [6:0] seg_min_un,
    output wire [6:0] seg_sec_dz,
    output wire [6:0] seg_sec_un,
    output wire [6:0] seg_dec,
    output reg derrota             
);
    reg [3:0] dec = 0;
    reg [5:0] sec = 0;
    reg [5:0] min = 0;
    reg ativo = 0;
    reg congelado = 0;
    reg start_sync_0 = 0;
    reg start_sync_1 = 0;
    wire start_edge;
    assign start_edge = (start_sync_0 & ~start_sync_1);   
    always @(posedge tick) begin
        start_sync_0 <= start;
        start_sync_1 <= start_sync_0;
        if (start_edge) begin
            min <= 3;
            sec <= 0;
            dec <= 0;
            ativo <= 1;
            congelado <= 0;
            derrota <= 0;             
        end
        else if (ativo && !congelado) begin
            if (dec == 0) begin
                dec <= 9;
                if (sec == 0) begin
                    if (min != 0) begin
                        min <= min - 1;
                        sec <= 59;
                    end else begin
                        ativo <= 0;
                        min <= 0;
                        sec <= 0;
                        dec <= 0;
                        derrota <= 1;   
                    end
                end else begin
                    sec <= sec - 1;
                end
            end else begin
                dec <= dec - 1;
            end
        end
        if (pare)
            congelado <= 1;
    end
    wire [3:0] min_dz = min / 10;
    wire [3:0] min_un = min % 10;
    wire [3:0] sec_dz = sec / 10;
    wire [3:0] sec_un = sec % 10;
    hex7seg h0 (.in(dec),     .out(seg_dec));
    hex7seg h1 (.in(sec_un),  .out(seg_sec_un));
    hex7seg h2 (.in(sec_dz),  .out(seg_sec_dz));
    hex7seg h3 (.in(min_un),  .out(seg_min_un));
    hex7seg h4 (.in(min_dz),  .out(seg_min_dz));
endmodule
```
==> run notes <==
The initial core utilization was 31.05%; the post-synthesis average cell area was 7.395 um^2. After synthesis, the largest area contributor takes up 17.17% of total cell area. The sequential cell fraction of total power was 16.8%.

After synthesis, the cell types taking the most area are sky130_fd_sc_hd__ha_1 (17%), sky130_fd_sc_hd__dfxtp_1 (16%), sky130_fd_sc_hd__a21oi_1 (5.7%). The tools report the switching component of the power as 661.9 uW. The count of cell types in the netlist was 57. Per the OpenROAD power report, leakage power amounts to 0.001312 uW.

The CTS report gives the tree buffer count as 3. The dominant register cell is sky130_fd_sc_hd__dfxtp_1. The async set or reset register ratio after synthesis was 0%. In this run the remaining antenna-violating nets after routing total 0. Hold-check failures listed in the final report amount to 0. The portion of the post-synthesis area used by sequential elements is 16.48%. Yosys reports that the most numerous cell types are sky130_fd_sc_hd__ha_1 (35), sky130_fd_sc_hd__nor2_1 (34), sky130_fd_sc_hd__nand2_1 (30), sky130_fd_sc_hd__a21oi_1 (29), sky130_fd_sc_hd__o21ai_0 (27). According to the Yosys statistics, the synthesized design has a chip area of 0.002551 mm^2. The tools report the floorplan core area as 0.008217 mm^2.

The power report shows net switching accounting for 41.46% of the total. The run gives 3.88 ns for the critical path arrival. Global routing used 11.42% of the available tracks across all layers. The run gives 860 for the filler cell count. The worst hold path belongs to the class register to register. The flow ran to the end, and the final reports show no timing, DRC or antenna violations. During synthesis, Yosys emitted a total of 2 warnings. For the number of gates resized after CTS, the log shows 0.

The run gives 33 as the number of core rows. The portion of total power attributed to combinational logic came out at 77.6%. The worst setup path is captured at an output pin. With the overall overflow remaining after global route at 0, the final setup violation count is 0. For this design, the CTS-stage hold fixing added 0 buffers. The proportion of layout cells with a drive suffix above 1 is 5.135%, and the top achievable clock speed is 196.2 MHz.

The cell taking the most area after synthesis was sky130_fd_sc_hd__ha_1. The logs give 4.88 ns for the required time of the critical path and 587.1 uV for the peak ir drop on the vdd network. Setup repair after global routing left no endpoint under its margin.

Buffer cell driving the clock tree root: sky130_fd_sc_hd__clkbuf_8. Summing all flip-flop and latch instances after layout gives 420.4 um^2. The multi-input combinational cells in the finished layout cover a total of 0.001961 mm^2. The die is 94.22 um tall. The run gives 1907 as the number of global-route vias before repair. After synthesis the cells add up to 0.002551 mm^2. The measured slew at the worst slew-check pin was 0.7955 ns. After detailed routing, the number of vias per cell comes to 4.926.

The synthesis stat section lists a flop and latch total of 21. With the via total after detailed routing at 2340, the maximum clock skew at final layout is 0.0009705 ns. After detailed routing, the number of remaining DRC violations is 0. The tool warning count for the run is 48. The worst setup path is launched from a register.

For the cell-internal power, the log shows 934.6 uW. No sink is reached through more buffers than the 2 on the longest clock path. For the final weighted congestion in routability-driven placement, the log shows 0.8647. The run gives 3.824 mm as the half-perimeter wire length after detailed placement. For reference, the final report shows the max-slew violation count at 0.

The number of buffers added on ports works out to 38. The synthesized design contains 0 enable-type register cells. Entering global routing, the biggest net connects 20 pins. Subtracting the final worst setup slack from the clock period gives 5.097 ns. The design draws 1597 uW. The maximum fanout along the worst path was 13. TritonCTS built the clock tree. The headroom to the max-slew limit was 46.86%. Worst setup path category: register to output pin. sky130_fd_sc_hd__ha_1 is the most common cell in the netlist.

With the initial antenna violation count at 0, the growth of design area from synthesis to finish is 18.39%. The power density over cell area is 528.6 mW/mm^2. Per the repair_timing log after CTS, setup buffers inserted total 0. For this block, the initial DRC count from the detailed router was 99. For the clock latency on the worst-skew pair, the log shows 0.25 ns. The max-capacitance violation count came out at 0. With the sum of routed wire length over all layers at 5.002 mm, the clock share of power is 5.5%. The synthesized netlist handed to floorplanning was reported with a cell count of 345.

The routed design ends up with an antenna cell count of 0. The wire length of the first global-routing pass is 8.473 mm. The clock slew at the register clock pins of the worst setup and hold paths works out to 0.07 ns. The post-layout period usage of the worst path works out to 83.56%. The H-tree depth came out at 1. The script logs the mean routed wire length per placed instance as 10.53 um. The total negative slack came out at 0 ns. Counting every sink on the clock net gives 21. Measured along the x axis, the die boundary spans 94.22 um. The run gives 0.008876 mm^2 for the die outline area. Before antenna repair, the detailed router went through 4 iterations. 39 I/O pins were placed. For this design, Yosys synthesis ends with a cell count of 345.
==> final cells by class <==
cell class,instances,share of cell area (%)
multi-input cells,285,64.91
well taps,105,4.350
repair buffers,38,12.59
flip-flops and latches,21,13.92
clock buffers,4,1.491
inverters,22,2.734
==> state kept, by name, indices dropped and copies added (netlist names) <==
signal	flops
ativo	1
congelado	1
dec	4
derrota	1
min	6
sec	6
start_sync_0	1
start_sync_1	1
==> final timing paths <==
check          startpoint             to  slack [ns]  cells past startpoint
max                sec[3]  seg_sec_un[3]        1.00                     13
min          start_sync_0   start_sync_1        0.38                      0
max reg2reg        dec[1]         min[5]        3.59                      9
min reg2reg  start_sync_0   start_sync_1        0.38                      0
==> routing by layer <==
layer | share of wire, % | GRT usage (%)
met1 | 56 | 18.10
met2 | 41 | 17.39
met3 | 3.2 | 1.317
met4 | 0.40 | 0.5128
met5 | 0 | 0
==> through the flow <==
| step | setup slack [ns] | hold slack (ns) | instances | utilization [%] | instance area (um^2) |
|---|---|---|---|---|---|
| floorplan | 1.883 | 0.3448 | 345 | - | 2551 |
| CTS | 0.9708 | 0.3810 | 475 | 36.76 | 3020 |
| detailed placement | 1.271 | 0.3700 | 471 | 36.21 | 2975 |
| finish | 1.003 | 0.3839 | 475 | 36.76 | 3020 |
| global route | 0.6911 | 0.4134 | 475 | 36.76 | 3020 |
| global placement | 1.284 | 0.3683 | 471 | 36.21 | 2975 |
==> power by group through the flow <==
| stage | Sequential [uW] | Combinational (uW) | Clock, uW |
|---|---|---|---|
| CTS | 267 | 1260 | 90.1 |
| global route | 279 | 1410 | 95.2 |
| finish | 269 | 1240 | 88.4 |
==> critical path: stages (launching register included) <==
cell,delay (ns)
sky130_fd_sc_hd__dfxtp_1,0.42
sky130_fd_sc_hd__or2_2,0.41
sky130_fd_sc_hd__ha_1,0.32
sky130_fd_sc_hd__nor2b_1,0.29
sky130_fd_sc_hd__o21ai_0,0.15
sky130_fd_sc_hd__a221oi_2,0.56
sky130_fd_sc_hd__a21oi_1,0.13
sky130_fd_sc_hd__nor2_1,0.11
sky130_fd_sc_hd__a21o_1,0.14
sky130_fd_sc_hd__inv_1,0.08
sky130_fd_sc_hd__ha_1,0.19
sky130_fd_sc_hd__mux2_2,0.26
sky130_fd_sc_hd__o21a_1,0.16
sky130_fd_sc_hd__clkdlybuf4s50_1,0.39
==> logic make-up after synthesis <==
family,share of synthesized area (%)
buffers and inverters,6.670
adder cells (fa/ha/maj),17.17
AND-OR/OR-AND,23.69
XOR/XNOR,3.776
flip-flops,16.48
multiplexers,6.228
AND/OR/NAND/NOR,25.99
==> placed cells by master, fill, tap and decap left out, drive strengths merged, types with 3 or more instances in the layout <==
cell           instances
and2                   5
or3                    4
xor2                   4
o21ai                 28
mux2                   6
a21oi                 29
nand2b                14
o31ai                  3
nand3                  7
xnor2                  7
a21o                   4
dfxtp                 21
ha                    35
mux2i                  8
nor3                  10
clkbuf                 4
a31oi                  6
inv                   22
nand3b                 4
nor2                  34
nand2                 30
clkdlybuf4s50         38
nor2b                  6
a211oi                 3
and3                   4
Power is estimated from default activity; no workload was simulated.
