==> flow/design.v <==
module leds_vitoria (
    input wire clk,
    input wire senha_correta,        
    output reg [17:0] LEDR
);
    reg [23:0] contador = 0;
    reg pisca = 0;
    reg ativo = 0;                   
    always @(posedge clk) begin
        if (senha_correta) begin
            ativo <= 1;              
        end
        if (ativo) begin
            contador <= contador + 1;
            if (contador == 24'd12_500_000) begin
                contador <= 0;
                pisca <= ~pisca;
            end
            LEDR <= (pisca) ? 18'b111111111111111111 : 18'b000000000000000000;
        end else begin
            LEDR <= 18'b0;
        end
    end
endmodule
==> flow/run.sh <==
#!/bin/bash
# OpenROAD 26Q1-2900-gdf79404cd8, Yosys 0.63+post, stock flow scripts
make -C /OpenROAD-flow-scripts/flow DESIGN_CONFIG=/design/flow/config.mk WORK_HOME=/design/flow/orfs finish
==> flow/config.mk <==
export PLATFORM = sky130hd
export DESIGN_NAME = leds_vitoria
export DESIGN_NICKNAME = leds_vitoria
export VERILOG_FILES = /design/flow/design.v
export SDC_FILE = /design/flow/constraint.sdc
export NUM_CORES = 4
export LEC_CHECK = 1
export CORE_AREA = 10 10 97 97
export DIE_AREA = 0 0 107 107
==> flow/constraint.sdc <==
current_design leds_vitoria

set clk_period 4.0
set clk_io_pct 0.2

create_clock -name clk0 -period $clk_period [get_ports {clk}]

set non_clock_inputs [all_inputs -no_clocks]
set_input_delay [expr $clk_period * $clk_io_pct] -clock clk0 $non_clock_inputs
set_output_delay [expr $clk_period * $clk_io_pct] -clock clk0 [all_outputs]
==> datasheet_impl.txt <==
Physical design parameters

Parameter                              Value

Logic synthesis
  Synth area leaders    edfxtp_1 (51%), buf_4 (8.3%), xnor2_1 (6.9%)
  Number of standard cells after synthesis    145
  Average size of a mapped cell    10.5 µm²
  Synth Seq Share    52.4%
  Commonest flop    edfxtp_1
  Ys Warns    1
  Number of synthesized flops with an enable pin    26
  Cell area after technology mapping    1530 µm²
  Number of storage elements in the synthesis netlist    27
  Post-synth area from yosys stat    1530 µm²
  Largest type area fraction    51.1%
  Asr flop ratio synth    0%
  Top cells by instance count after synthesis    edfxtp_1 (26), buf_4 (17), nand2_1 (12), xnor2_1 (12), nor2_1 (11)
  Most frequent cell after synthesis    edfxtp_1
  Cell taking the most area after synthesis    edfxtp_1
  Total cells reported by yosys after synthesis    145
  Unique cell type count in the Yosys netlist    29

Route
  Sum of routed wire length over all layers    2650 µm
  Routed vias/inst    4.02
  Detailed-router iteration count before antenna repair    4
  Post-DR wirelength/cell    10.6 µm
  Final ANT Viol Nets    0
  Initial DRC count    43
  Antenna diode count    0
  Via count    1006
  DRC    0

Floorplan
  Die outline height    107 µm
  Floorplan-stage core utilization    21.0%
  Die area    11400 µm²
  Horizontal die size    107 µm
  Standard cell core area    7290 µm²
  IO Count    20
  Placement Rows    31

Cells and area
  Post-layout util    24.2%
  Share of final-layout standard cells stronger than drive strength 1    5.30%
  Area added between synthesis and finish    15.5%
  Filler Cell Count    806
  Comb gate area    573 µm²
  Final instance area    1770 µm²
  Footprint of the flip-flops and latches    801 µm²

Clocking
  Total clock sinks    27
  Buffer depth of the longest clock path    2
  Cts hold-fix bufs    0
  H-Tree Level Count    1
  Post-cts sizing count    0
  CTS tree    done
  Clock buffers created by TritonCTS    3
  Clock slew at the register clock pins of the worst setup and hold paths    0.09 ns
  Buffer count from post-CTS setup fixing    0
  Clock latency at the later pin of the worst-skew pair    0.27 ns
  Master cell of the clock root buffer    clkbuf_8

Final timing
  Hold Violations, Final    0
  Min Tclk post-route    2.25 ns
  Unrepaired setup endpoints after global routing    no
  Count of endpoints failing setup in the final report    0
  Number of max-slew violations in the final report    0
  Fin Clk Skew    0.00521 ns
  Worst path setup slack after routing    1.75 ns
  Post-layout period usage    56.3%
  Maximum clock frequency    444 MHz
  Summed negative setup slack over all endpoints    0 ns

Global route
  Initial antenna violation count    0
  Wire length of the first global-routing pass    4530 µm
  Via count of the first global-routing pass    925
  Remaining Overflow, GRT    0
  GRT Overall Usage    4.72%
  Largest net degree at the start of global routing    27

Worst setup path
  Critical path data required time    3.20 ns
  Stage delay of the slowest cell on the critical path    0.61 ns
  Worst setup path class    flip-flop to primary output
  Crit-path cells    clkdlybuf4s50_1
  Worst path arrival time    1.45 ns
  Worst Setup SP    LEDR[16]$_SDFF_PN0_
  Number of buffer and inverter instances along the worst setup path    1
  Critical register-to-register path startpoint    contador[0]$_SDFFCE_PN0P_
  Kind of cell adding the most delay to the critical path    flip-flops
  Nature of the critical path startpoint    flip-flop
  Critical-path maximum fanout    18
  Crit end category    primary output
  Crit-path slowest cell    dfxtp_1

Place
  Global placer's final weighted congestion    0.783
  Place WS    1.90 ns
  Placed inst area    1720 µm²
  HPWL after detailed placement    1940 µm
  Number of buffers inserted by port buffering    19

Power and ir drop
  Cell Pwr Density    333 nW/µm²
  Overall Power    588 µW
  Worst ir drop on vdd    0.221 mV
  Leakage power total    0.000542 µW

Flow run
  Number of max-cap violations    0
  Tool warnings    26

Hold path
  Start point of the worst hold path    pisca$_DFFE_PP_
  Hold WC Path Type    flip-flop to flip-flop

Outcome
  Status    finished, final reports clean
worst paths after layout:
check / endpoint / slack, ns / cells after the start
setup / recovery: LEDR[13] / 1.75 / 1
hold / removal: LEDR[16]$_SDFF_PN0_ / 0.49 / 1
setup reg to reg: pisca$_DFFE_PP_ / 1.95 / 7
hold reg to reg: LEDR[16]$_SDFF_PN0_ / 0.49 / 1
per-layer routing:
layer,up-vias,GRT usage (%),share of wire [%]
met2,26,6.67,38
li1,517,-,-
met5,-,0,0
met4,0,0,0
met3,0,2.06,9.5
met1,463,6.98,52
metrics by stage:
stage          std cells  hold slack (ns)
6_report             250            0.486
5_1_grt              250            0.513
4_1_cts              250            0.493
3_5_place_dp         246            0.470
3_3_place_gp         246            0.463
2_1_floorplan        145            0.453
cells by family after synthesis:
logic type | Yosys count | synth area share, %
AND-OR/OR-AND | 13 | 4.58
XOR/XNOR | 15 | 8.59
adder cells (fa/ha/maj) | 2 | 1.64
buffers and inverters | 24 | 10.1
flip-flops | 27 | 52.4
other | 1 | 0.245
AND/OR/NAND/NOR | 63 | 22.4
state kept, by name, summed over array words and instances, names as in the netlist:
register	count
ativo	1
pisca	1
LEDR	1
contador	24
power by group:
| part | leakage, µW | switching [µW] | internal, µW |
|---|---|---|---|
| Sequential | 0.000265 | 31.4 | 346 |
| Clock | 0.0000228 | 80.9 | 71.3 |
| Combinational | 0.000254 | 31.8 | 27.3 |
| Total | 0.000542 | 144 | 444 |
cells in the final DEF, fill, tap and decap left out, types with 4 or more instances in the layout:
cell type | Yosys | final
nand3_1 | 8 | 8
nor2_1 | 11 | 11
xnor2_1 | 12 | 12
clkdlybuf4s50_1 | 0 | 19
nand4_1 | 5 | 5
edfxtp_1 | 26 | 26
or3_1 | 6 | 6
nor4_1 | 4 | 4
a21oi_1 | 7 | 7
inv_1 | 5 | 5
nand2_1 | 12 | 12
o21ai_0 | 4 | 4
final cells by class:
cell class	instances	area share [%]
inverter	5	1.06
timing repair buffer	21	11.6
sequential	27	45.3
tap	99	7.01
clock buffer	4	2.55
multi-input combinational	94	32.4
Power and IR drop assume default switching activity.
