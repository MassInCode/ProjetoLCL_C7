--- design.v ---
module Dicas(
    input clk,
    input start,                  
    input enter,                  
    input [17:12] sw_senha,       
    input [5:0] sw_tentativa,     
    output reg [6:0] HEX6,        
    output reg [6:0] HEX7         
);
    reg [5:0] senha_reg = 0;
    reg [5:0] tentativa_reg = 0;
    reg [5:0] and_result = 0;
    reg [5:0] or_result  = 0;
    always @(posedge clk) begin
        if (start)
            senha_reg <= sw_senha;
    end
    always @(posedge clk) begin
        if (enter) begin
            tentativa_reg <= sw_tentativa;
            and_result <= senha_reg & sw_tentativa;
            or_result  <= senha_reg | sw_tentativa;
        end
    end
    always @(*) begin
        HEX7 = ~{
            1'b0,              
            and_result[5],     
            and_result[4],     
            and_result[3],     
            and_result[2],     
            and_result[1],     
            and_result[0]      
        };
        HEX6 = ~{
            1'b0,
            or_result[5],
            or_result[4],
            or_result[3],
            or_result[2],
            or_result[1],
            or_result[0]
        };
    end
endmodule
--- run.sh ---
#!/bin/bash
# OpenROAD 26Q1-2900-gdf79404cd8, Yosys 0.63+post, stock flow scripts
make -C /OpenROAD-flow-scripts/flow DESIGN_CONFIG=/design/flow/config.mk WORK_HOME=/design/flow/orfs finish
--- config.mk ---
export PLATFORM = sky130hd
export DESIGN_NAME = Dicas
export DESIGN_NICKNAME = Dicas
export VERILOG_FILES = /design/flow/design.v
export SDC_FILE = /design/flow/constraint.sdc
export NUM_CORES = 4
export LEC_CHECK = 1
export CORE_AREA = 10 10 92 92
export DIE_AREA = 0 0 102 102
--- constraint.sdc ---
current_design Dicas

set clk_period 1.0
set clk_io_pct 0.2

create_clock -name clk0 -period $clk_period [get_ports {clk}]

set non_clock_inputs [all_inputs -no_clocks]
set_input_delay [expr $clk_period * $clk_io_pct] -clock clk0 $non_clock_inputs
set_output_delay [expr $clk_period * $clk_io_pct] -clock clk0 [all_outputs]
==> Changelog: implementation <==
## Flow update

* Outcome: finished clean
* Register area at around 540 sq um
* Synth unique cells at 6
* CP required at about 0.80 ns
* Clk slew on worst S/H paths at 0.06 ns
* CP arrival at between 0.7 and 0.8 ns
* Placer Congestion at between 0.6 and 0.7
* Final Slew Violations at 0
* # fillers at 713
* Drt first pass iters at 2
* Post-Synth AOI/OAI Area at 0%
* # DRC at 0
* Post-synth regs at 18
* Initial drt markers at 1
* FP Util at a little over a tenth
* Peak Freq at about 1000 MHz
* Mean routed wirelength per cell at around 9.1 microns
* CTS tree: done
* Startpoint type of the worst setup path: flop
* RSZ-0062 raised after global routing: true
* Logic area at roughly 90 sq um
* Largest net degree at the start of global routing at 13
* Static Leak at roughly 0.42 nW
* DPL Wire Length at between 1000 and 1500 microns
* Hold WC Path Type: input pin to flop
* Final Cycle Share at 96.58%
* Die height at 102 microns
* Area Growth Syn to Fin at 52.09%
* Simple Share, Synth at 12.02%
* Via count at 379
* Final non-filler cell total at between 150 and 200
* Num CTS Buffers at 3
* Maximum vdd drop at around 0.28 mV
* Xor+xnor area frac at 0%
* Final WL at 1386 microns
* Die extent in x at approximately 100 microns
* CORE AREA at roughly 6500 sq um
* Chip Area at ~10000 sq um
* Adder-Cell Fraction of Synth Area at 0%
* PortBufs at 26
* Yosys chip area at 686.9 sq um
* Synth Warn # at 1
* Routed Antenna Nets at 0
* Power density cells at ~1500 nW/um^2
* Type of destination of the critical path: output port
* IO Pins at 29
* Slowest Stage Delay on Critical Path at roughly 0.37 ns
* Root Driver: clkbuf_8
* Post-synth seq share at between 70% and 80%
* Std-Cell Rows at 29
* Via density at about 2.5
* Mapped Area at between 600 and 700 sq um
* Vias in the first global route at 415
* Clock latency (worst-skew pair) at 0.25 ns
* Cells along the critical path: inv_1, buf_2
* OpenROAD warnings at 26
* Crit path time final at just under 1 ns
* Tot GR Track Use at 2.872%
* # Cells Yosys at 45
* First-pass GRT wire length at 2263 microns
* Initial antenna violation count at 0
* Dpl cells at ~150
* Antenna diodes at 0
* Critical path's slowest cell: edfxtp_1
* CTS Buffer Depth at 2
* Syn_area_per_cell at roughly 15 sq um
* Final Hold Violation Tally at 0
* Main logic family after synthesis: simple AND/OR/NAND/NOR gates
* Layout cells sized above 1 at approximately 30%
* Max-cap violations at 0
* Largest fanout on the critical path at 1
* H-Tree Depth at 1
* Grt total ovfl at 0
* Worst clock skew at roughly 0.0016 ns
* Mux frac, synth at 0%
* CP Class: flop to output port
* Sink Count at 18
* Post-CTS Setup Repair Bufs at 0
* Setup-failing EPs final at 0
* Total power at approximately 0.0015 W
* Syn Inst Count at ~45
[layout by cell type (no fill, tap or decap), drive strengths merged]
cell type      synthesis  routed
and2                   6       6
buf                    2      14
clkbuf                 0       3
clkdlybuf4s50          0      14
clkinv                 0       1
conb                   1       2
edfxtp                18      18
inv                   12      12
or2                    6       6
[cells in the mapped netlist]
library cell | number | area [sq um]
conb_1 | 1 | 3.750
edfxtp_1 | 18 | 540.5
and2_2 | 6 | 45.04
buf_4 | 2 | 15.01
or2_1 | 6 | 37.54
inv_1 | 12 | 45.04
[metrics by stage]
step / setup slack [ns] / hold slack (ns) / utilization, % / cell area [sq um] / TNS [ns]
finish: 0.03415 / 0.5115 / 16.18 / 1045 / 0
detailed placement: -0.1546 / 0.5050 / 16.41 / 1060 / -4.228
global route: -0.04120 / 0.5072 / 16.18 / 1045 / -0.1472
floorplan: 0.2049 / 0.2989 / - / 690.7 / 0
CTS: 0.01857 / 0.5128 / 16.18 / 1045 / 0
global placement: -0.1511 / 0.5021 / 16.41 / 1060 / -4.048
[where the power goes]
group	internal, W	total (W)	switching (W)	leakage [nW]
clock network	0.000272	0.000491	0.000219	0.0231
logic	0.0000966	0.000140	0.0000436	0.218
registers	0.000889	0.000902	0.0000133	0.176
total	0.00126	0.00153	0.000275	0.417
[metal layers]
metal	share of wire [%]	routed length [microns]	GRT usage (%)
met5	0	0	0
met4	3.1	43	0.8677
met3	9.1	126	1.568
met2	48	668	4.593
met1	40	548	3.246
[logic make-up (layout without fill, tap and decap cells)]
family / count (synthesis) / in the layout
flip-flops: 18 / 18
buffers and inverters: 14 / 44
AND/OR/NAND/NOR: 12 / 12
other: 1 / 2
[critical path: cells and delay by family, from the launching register on]
family / cells / cell delay (ns)
flops: 1 / 0.37
buf+inv: 2 / 0.15
[cell type report]
type                            instances  area share, %
Tap cell                               77          9.222
Inverter                               12          4.311
Multi-Input combinational cell         14          8.623
Clock inverter                          1         0.3593
Sequential cell                        18          51.74
Clock buffer                            3          3.952
Timing Repair Buffer                   28          21.80
[path summary, 6_finish.rpt]
path                            depth (start not counted)           end     startpoint  slack [ns]
worst min-delay path                                    1  senha_reg[4]   sw_senha[16]        0.51
worst min register to register                          1  or_result[3]   senha_reg[3]        0.52
worst max-delay path                                    2       HEX7[3]  and_result[3]        0.03
worst max register to register                          1  or_result[2]   senha_reg[2]        0.16
[repair_timing]
item,in CTS,in global routing
hold buffers,0,0
setup endpoints to repair,12,8
resized,40,0
Power is estimated from default activity; no workload was simulated.
